==> /design/flow/design.v <==
`timescale 1ns / 1ps
module ImageCounter #
(
    parameter IW = 640,
    parameter IH = 480,
    parameter DW = 8,
    parameter IW_DW = 12,   
    parameter IH_DW = 12  
)
(clk,arstn,vsync,hsync,dvalid,line_counter,column_counter);
input clk;
input arstn;
input vsync;
input hsync;
input dvalid;
output reg [IH_DW-1:0]line_counter;
output reg [IW_DW-1:0]column_counter;
reg rst_all;  
always@(posedge clk or negedge arstn)
    begin
        if(~arstn)
            rst_all <= 1'b1;
        else
        begin
            if(vsync == 1'b1)
                rst_all <= 1'b1;
            else
                rst_all <= 1'b0;
        end
    end
wire dvalid_rise;  
reg dvalid_r;
always@(posedge clk or negedge arstn)
    begin
        if(~arstn)
            dvalid_r <= 1'b0;
        else
            dvalid_r <= dvalid;
    end
assign dvalid_rise = (~dvalid_r) & dvalid;
always@(posedge clk)
    begin
        if(rst_all)
            line_counter[IH_DW-1:0] <= {IH_DW{1'b0}};
        else
            if(dvalid_rise)
            begin
                line_counter[IH_DW-1:0] <= line_counter[IH_DW-1:0] + {{IH_DW-1{1'b0}},1'b1};
            end
    end
always@(posedge clk)
    begin
        if(rst_all)
            line_counter[IW_DW-1:0]<= {IW_DW{1'b0}};
        else
            begin
                if(dvalid_rise)
                    column_counter[IW_DW-1:0] <= {{IW_DW-1{1'b0}},1'b1};
                else
                    begin
                        if(dvalid)
                            column_counter[IW_DW-1:0] <= column_counter[IW_DW-1:0] + {{IW_DW-1{1'b0}},1'b1};
                    end 
            end
    end
endmodule
==> /design/flow/run.sh <==
#!/bin/bash
# OpenROAD 26Q1-2900-gdf79404cd8, Yosys 0.63+post, stock flow scripts
make -C /OpenROAD-flow-scripts/flow DESIGN_CONFIG=/design/flow/config.mk WORK_HOME=/design/flow/orfs finish
==> /design/flow/config.mk <==
export PLATFORM = sky130hd
export DESIGN_NAME = ImageCounter
export DESIGN_NICKNAME = ImageCounter
export VERILOG_FILES = /design/flow/design.v
export SDC_FILE = /design/flow/constraint.sdc
export NUM_CORES = 4
export LEC_CHECK = 1
export CORE_AREA = 10 10 70 70
export DIE_AREA = 0 0 80 80
==> /design/flow/constraint.sdc <==
current_design ImageCounter

set clk_period 2.1
set clk_io_pct 0.2

create_clock -name clk0 -period $clk_period [get_ports {clk}]

set non_clock_inputs [all_inputs -no_clocks]
set_input_delay [expr $clk_period * $clk_io_pct] -clock clk0 $non_clock_inputs
set_output_delay [expr $clk_period * $clk_io_pct] -clock clk0 [all_outputs]
==> flow.log <==
[flow] collecting metrics
INFO  metric run_status = finished clean
INFO  metric tally_of_buffers_added_on_design_ports = 15
INFO  metric cp_num_buf_inv = 1
INFO  metric total_of_max_cap_violations = 0
INFO  metric hold_path_class = primary input to async pin
INFO  metric postRouteWirelength = ~1700 µm
INFO  metric cp_cell_sequence = clkdlybuf4s50_1
INFO  metric grt_pass1_wl = about 2700 µm
INFO  metric final-hold-violation-count = 0
INFO  metric via_count_of_the_first_global_routing_pass = between 500 and 600
INFO  metric ranking_of_synthesized_cells_by_instance_count = 12 x sky130_fd_sc_hd__buf_4, 12 x sky130_fd_sc_hd__edfxtp_1, 7 x sky130_fd_sc_hd__a21oi_1, 4 x sky130_fd_sc_hd__o31ai_1, 4 x sky130_fd_sc_hd__or4_1
INFO  metric worst_clock_skew = approximately 0.0025 ns
INFO  metric rr_worst_depth = 4
INFO  metric avgSynthCellArea = between 10 and 15 µm²
INFO  metric netlist_area = a little under 800 µm²
INFO  metric finalWorstPathRequiredPeriod = ~1.7 ns
INFO  metric p_switching = 129.1 µW
INFO  metric irDropWorstVdd = ~0.00045 V
INFO  metric rsz_0062_raised_after_global_routing = false
INFO  metric cp_arrival = 1.29 ns
INFO  metric placement_rows = 21
INFO  metric clock_tree.root_cell = sky130_fd_sc_hd__clkbuf_4
INFO  metric synth.yosys.seq_area_share = 0.5272
INFO  metric number_of_distinct_library_cells_after_synthesis = 24
INFO  metric min_period_over_period = 0.8158
INFO  metric flop_cell = sky130_fd_sc_hd__edfxtp_1
INFO  metric final.fill_count = between 300 and 400
INFO  metric cell_internal_pwr = about 460 µW
INFO  metric power.density = just under 600 nW/µm²
INFO  metric critical_path.max_stage_delay = about 0.52 ns
INFO  metric hold_buffers = 0
INFO  metric grt_antenna_before_repair = 0
INFO  metric grt.total_usage = 0.05149
INFO  metric synth-cells-yosys = roughly 71
INFO  metric critPathCaptureType = output pin
INFO  metric cp.required = 1.68 ns
INFO  metric syn2layout_area_growth = 27.40%
INFO  metric num_vias = slightly below 600
INFO  metric synthDominantCellAreaShare = 0.4615
INFO  metric regToRegStartpoint = column_counter[0]$_SDFFCE_PP1P_
INFO  metric drt_drc_violations_left = 0
INFO  metric drt_iter0_markers = roughly 40
INFO  metric path_max_fanout = 5
INFO  metric crit-reg2reg-capture = column_counter[10]$_SDFFCE_PP0P_
INFO  metric worst_setup_hold_path_clk_slew = approximately 0.090 ns
INFO  metric chipArea = approximately 6400 µm²
INFO  metric cpLargestDelayFamily = buffers and inverters
INFO  metric die_h = about 80 µm
INFO  metric ant_nets = 0
INFO  metric wire_per_inst = around 12 µm
INFO  metric syn-instance-count = about 71
INFO  metric worstSetupStartpointType = flip-flop
INFO  metric area_inside_the_core_boundary = approximately 3400 µm²
INFO  metric ys_area = about 780 µm²
INFO  metric die-width = roughly 80 µm
INFO  metric gr-total-overflow = 0
INFO  metric share_of_power_burned_in_registers = 0.566
INFO  metric async_flop_share = 0.1429
INFO  metric synth-warning-count = 25
INFO  metric post-cts-setup-buffers = 0
INFO  metric timing.fmax = between 500 and 600 MHz
INFO  metric largest_area_cell = sky130_fd_sc_hd__edfxtp_1
INFO  metric drt_first_pass_iters = 4
INFO  metric clock.latency.late_pin = around 0.27 ns
INFO  metric cts-htree-levels = 1
INFO  metric tritoncts_num_sinks = 14
INFO  metric sw_frac_of_total = 0.2184
INFO  metric place_hpwl = between 1000 and 1500 µm
INFO  metric ioPinCount = 29
INFO  metric clock_tree_buf_depth = 2
INFO  metric postSynthRegisterBits = 14
INFO  metric grt_start_max_net_pins = 11
INFO  metric tritoncts_clock_tree = done
INFO  metric detail_route.vias_per_cell = 4.285
INFO  metric dpl.cell_count = 133
INFO  metric clockPowerShare = 0.327
INFO  metric criticalPathCategory = flip-flop to output pin
INFO  metric power.combinational.fraction = 0.107
INFO  metric p_leak = between 0.0003 and 0.0004 µW
INFO  metric critPathSlowestCell = sky130_fd_sc_hd__clkdlybuf4s50_1
INFO  metric edff_count_synth = 12
INFO  metric finalSetupViolations = 0
INFO  metric num_antenna_cells = 0
INFO  metric initial_utilization = 0.2286
INFO  metric cts.repair.resized = 0
INFO  metric post_route_cells_drive_above_1_share = 0.1209
INFO  metric final_cells = ~140
INFO  metric setup.reg_to_reg.worst_slack = about 0.42 ns
INFO  metric stage_log_warnings = 26
INFO  metric slew_limit_fails = 0
INFO  metric totalNegativeSetupSlack = 0 ns
INFO  metric post_synth_main_area_contributors = sky130_fd_sc_hd__edfxtp_1 46%, sky130_fd_sc_hd__buf_4 12%, sky130_fd_sc_hd__a21oi_1 4.5%, sky130_fd_sc_hd__o31ai_1 3.8%, sky130_fd_sc_hd__or4_1 3.8%
INFO  metric final_estimated_routing_congestion_in_global_placement = 0.6974
INFO  metric cts_bufs_inserted = 3
-- state kept, by name, indices dropped and copies added (netlist names) --
signal,count
column_counter,12
dvalid_r,1
rst_all,1
-- worst max-delay path by stage --
stage | start | to | slack, ns | cells after the start
after CTS | column_counter[2]$_SDFFCE_PP0P_ | column_counter[2] | 0.39 | 1
final | column_counter[2]$_SDFFCE_PP0P_ | column_counter[2] | 0.39 | 1
after global routing | column_counter[0]$_SDFFCE_PP1P_ | column_counter[10]$_SDFFCE_PP0P_ | 0.30 | 4
-- placed cells by master (no fill, tap or decap), types with 2 or more instances in the layout --
| cell type | instances |
|---|---|
| sky130_fd_sc_hd__conb_1 | 12 |
| sky130_fd_sc_hd__o21ai_0 | 3 |
| sky130_fd_sc_hd__nor2_1 | 3 |
| sky130_fd_sc_hd__a21oi_1 | 7 |
| sky130_fd_sc_hd__buf_4 | 3 |
| sky130_fd_sc_hd__nand3_2 | 2 |
| sky130_fd_sc_hd__edfxtp_1 | 12 |
| sky130_fd_sc_hd__nand3_1 | 2 |
| sky130_fd_sc_hd__nor2b_1 | 2 |
| sky130_fd_sc_hd__xnor2_1 | 2 |
| sky130_fd_sc_hd__clkbuf_4 | 3 |
| sky130_fd_sc_hd__or4_1 | 4 |
| sky130_fd_sc_hd__nand2_1 | 3 |
| sky130_fd_sc_hd__or3_1 | 3 |
| sky130_fd_sc_hd__o31ai_1 | 4 |
| sky130_fd_sc_hd__inv_1 | 2 |
| sky130_fd_sc_hd__clkdlybuf4s50_1 | 15 |
-- stage by stage --
stage	power (µW)	hold slack (ns)	cell area (µm²)	worst slack (ns)	utilization
after floorplan	377.7	0.1244	822.0	0.6474	-
after global placement	402.1	0.5865	958.4	0.5081	0.2806
after global routing	617.6	0.2734	994.7	0.2952	0.2912
after CTS	600.0	0.2840	994.7	0.3868	0.2912
after detailed placement	404.9	0.5930	958.4	0.4748	0.2806
final	591.0	0.2926	994.7	0.3868	0.2912
-- routing by layer --
metal	track usage	routed length, µm
met5	0	0
met2	0.07303	746
met1	0.06690	747
met3	0.03523	180
met4	0.001761	7
-- area by class of cell --
| class | instances | area (µm²) | area share |
|---|---|---|---|
| flip-flops and latches | 14 | 411.6 | 0.4138 |
| repair buffers | 18 | 172.7 | 0.1736 |
| well taps | 46 | 57.56 | 0.05786 |
| inverters | 2 | 7.507 | 0.007547 |
| clock buffers | 4 | 36.28 | 0.03648 |
| multi-input cells | 53 | 309.0 | 0.3107 |
-- kinds of logic after synthesis --
kind of cell,after synthesis,share of synthesized area
DFF,14,0.5273
buffers and inverters,15,0.1298
and+or+nand+nor,23,0.1859
other,1,0.004803
adders and majority gates,1,0.01602
AOI/OAI and AO/OA,14,0.1026
xor gates and xnor gates,3,0.03366
-- power by group through the flow --
stage         registers, µW  logic [µW]  clock network [µW]
finish                  334        63.4                 193
global route            337        72.4                 208
CTS                     335        65.3                 200
Power is estimated from default activity; no workload was simulated.
