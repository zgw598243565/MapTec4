File: /design/flow/design.v
module color_bar(clk,arstn,hs,vs,de,rgb_r,rgb_g,rgb_b);
input clk;
input arstn;
output hs;
output vs;
output de;
output [7:0]rgb_r;
output [7:0]rgb_g;
output [7:0]rgb_b;
parameter H_ACTIVE = 16'd640; 
parameter H_FP = 16'd16;      
parameter H_SYNC = 16'd96;    
parameter H_BP = 16'd48;      
parameter V_ACTIVE = 16'd480; 
parameter V_FP  = 16'd10;    
parameter V_SYNC  = 16'd2;    
parameter V_BP  = 16'd33;    
parameter HS_POL = 1'b1;
parameter VS_POL = 1'b1;
parameter H_TOTAL = H_ACTIVE + H_FP + H_SYNC + H_BP; 
parameter V_TOTAL = V_ACTIVE + V_FP + V_SYNC + V_BP; 
parameter WHITE_R       = 8'hff;
parameter WHITE_G       = 8'hff;
parameter WHITE_B       = 8'hff;
parameter YELLOW_R      = 8'hff;
parameter YELLOW_G      = 8'hff;
parameter YELLOW_B      = 8'h00;
parameter CYAN_R        = 8'h00;
parameter CYAN_G        = 8'hff;
parameter CYAN_B        = 8'hff;
parameter GREEN_R       = 8'h00;
parameter GREEN_G       = 8'hff;
parameter GREEN_B       = 8'h00;
parameter MAGENTA_R     = 8'hff;
parameter MAGENTA_G     = 8'h00;
parameter MAGENTA_B     = 8'hff;
parameter RED_R         = 8'hff;
parameter RED_G         = 8'h00;
parameter RED_B         = 8'h00;
parameter BLUE_R        = 8'h00;
parameter BLUE_G        = 8'h00;
parameter BLUE_B        = 8'hff;
parameter BLACK_R       = 8'h00;
parameter BLACK_G       = 8'h00;
parameter BLACK_B       = 8'h00;
reg hs_reg;                       
reg vs_reg;                       
reg hs_reg_d0;                    
reg vs_reg_d0;                    
reg[15:0] h_cnt;                  
reg[15:0] v_cnt;                  
reg[15:0] active_x;               
reg[15:0] active_y;               
reg[7:0] rgb_r_reg;               
reg[7:0] rgb_g_reg;               
reg[7:0] rgb_b_reg;               
reg h_active;                     
reg v_active;                     
wire video_active;                
reg video_active_d0;              
assign hs = hs_reg_d0;
assign vs = vs_reg_d0;
assign video_active = h_active & v_active;
assign de = video_active_d0;
assign rgb_r = rgb_r_reg;
assign rgb_g = rgb_g_reg;
assign rgb_b = rgb_b_reg;
always@(posedge clk or negedge arstn)
    begin
        if(~arstn)
            begin
                hs_reg_d0 <= 1'b0;
                vs_reg_d0 <= 1'b0;
                video_active_d0 <= 1'b0;
            end
        else
            begin
                hs_reg_d0 <= hs_reg;
                vs_reg_d0 <= vs_reg;
                video_active_d0 <= video_active;
            end
    end 
always@(posedge clk or negedge arstn)
    begin
        if(~arstn)
            h_cnt <= 16'd0;
        else if(h_cnt == H_TOTAL - 1'b1)
            h_cnt <= 16'd0;
        else
            h_cnt <= h_cnt + 1'b1;
    end
always@(posedge clk or negedge arstn)
    begin
        if(~arstn)
            active_x <= 16'd0;
        else if(h_cnt >= H_FP + H_SYNC + H_BP -1'b1)
            active_x <= h_cnt - (H_FP + H_SYNC + H_BP -1'b1);
        else 
            active_x <= active_x;
    end
always@(posedge clk or negedge arstn)
    begin
        if(~arstn)
            v_cnt <= 16'd0;
        else if(h_cnt == H_TOTAL - 1'b1)
            begin
                if(v_cnt == V_TOTAL - 1'b1)
                    v_cnt <= 16'd0;
                else
                    v_cnt <= v_cnt + 1'b1;
            end
        else
            v_cnt <= v_cnt;
    end
always@(posedge clk or negedge arstn)
    begin
        if(~arstn)
            hs_reg <= 16'd0;
        else if(h_cnt == H_FP -1)
            hs_reg <= HS_POL;
        else if(h_cnt == H_FP + H_SYNC - 1'b1)
            hs_reg <= ~hs_reg;
        else
            hs_reg <= hs_reg;
    end
always@(posedge clk or negedge arstn)
    begin
        if(~arstn)
            h_active <= 16'd0;
        else if(h_cnt == H_FP + H_SYNC + H_BP - 1'b1)
            h_active <= 1'b1;
        else if(h_cnt == H_TOTAL - 1'b1)
            h_active <= 1'b0;
        else
            h_active <= h_active;
    end
always@(posedge clk or negedge arstn)
    begin
        if(~arstn)
            vs_reg <= 1'b0;
        else if((v_cnt == V_FP - 1'b1)&&(h_cnt == H_TOTAL - 1'b1))
            vs_reg <= HS_POL;
        else if((v_cnt == V_FP + V_SYNC - 1'b1)&&(h_cnt == H_TOTAL - 1'b1))
            vs_reg <= 1'b0;
        else
            vs_reg <= vs_reg;
    end
always@(posedge clk or negedge arstn)
    begin
        if(~arstn)
            v_active <= 1'b0;
        else if((v_cnt == V_FP + V_SYNC + V_BP - 1'b1)&&(h_cnt == H_TOTAL - 1'b1))
            v_active <= 1'b1;
        else if((v_cnt == V_TOTAL -1)&&(h_cnt == H_TOTAL - 1'b1))
            v_active <= 1'b0;
        else
            v_active <= v_active;
    end
always@(posedge clk or negedge arstn)
    begin
        if(~arstn)
            begin
                rgb_r_reg <= 8'h00;
                rgb_g_reg <= 8'h00;
                rgb_b_reg <= 8'h00;
            end
        else if(video_active)
            if(active_x == 12'd0)
                begin
                    rgb_r_reg <= WHITE_R;
                    rgb_g_reg <= WHITE_G;
                    rgb_b_reg <= WHITE_B;
                end
            else if(active_x == (H_ACTIVE/8) * 1)
                begin
                    rgb_r_reg <= YELLOW_R;
                    rgb_g_reg <= YELLOW_G;
                    rgb_b_reg <= YELLOW_B;
                end         
            else if(active_x == (H_ACTIVE/8) * 2)
                begin
                    rgb_r_reg <= CYAN_R;
                    rgb_g_reg <= CYAN_G;
                    rgb_b_reg <= CYAN_B;
                end
            else if(active_x == (H_ACTIVE/8) * 3)
                begin
                    rgb_r_reg <= GREEN_R;
                    rgb_g_reg <= GREEN_G;
                    rgb_b_reg <= GREEN_B;
                end
            else if(active_x == (H_ACTIVE/8) * 4)
                begin
                    rgb_r_reg <= MAGENTA_R;
                    rgb_g_reg <= MAGENTA_G;
                    rgb_b_reg <= MAGENTA_B;
                end
            else if(active_x == (H_ACTIVE/8) * 5)
                begin
                    rgb_r_reg <= RED_R;
                    rgb_g_reg <= RED_G;
                    rgb_b_reg <= RED_B;
                end
            else if(active_x == (H_ACTIVE/8) * 6)
                begin
                    rgb_r_reg <= BLUE_R;
                    rgb_g_reg <= BLUE_G;
                    rgb_b_reg <= BLUE_B;
                end 
            else if(active_x == (H_ACTIVE/8) * 7)
                begin
                    rgb_r_reg <= BLACK_R;
                    rgb_g_reg <= BLACK_G;
                    rgb_b_reg <= BLACK_B;
                end
            else
                begin
                    rgb_r_reg <= rgb_r_reg;
                    rgb_g_reg <= rgb_g_reg;
                    rgb_b_reg <= rgb_b_reg;
                end         
        else
            begin
                rgb_r_reg <= 8'h00;
                rgb_g_reg <= 8'h00;
                rgb_b_reg <= 8'h00;
            end
    end
endmodule
File: /design/flow/run.sh
#!/bin/bash
# OpenROAD 26Q1-2900-gdf79404cd8, Yosys 0.63+post, stock flow scripts
make -C /OpenROAD-flow-scripts/flow DESIGN_CONFIG=/design/flow/config.mk WORK_HOME=/design/flow/orfs finish
File: /design/flow/config.mk
export PLATFORM = sky130hd
export DESIGN_NAME = color_bar
export DESIGN_NICKNAME = color_bar
export VERILOG_FILES = /design/flow/design.v
export SDC_FILE = /design/flow/constraint.sdc
export NUM_CORES = 4
export LEC_CHECK = 1
export CORE_UTILIZATION = 40
File: /design/flow/constraint.sdc
current_design color_bar

set clk_period 5.9
set clk_io_pct 0.2

create_clock -name clk0 -period $clk_period [get_ports {clk}]

set non_clock_inputs [all_inputs -no_clocks]
set_input_delay [expr $clk_period * $clk_io_pct] -clock clk0 $non_clock_inputs
set_output_delay [expr $clk_period * $clk_io_pct] -clock clk0 [all_outputs]
==> notes.md <==
Physical implementation

The run finished with clean final reports. The worst setup path is launched from a flip-flop. The later pin in the worst-skew pair is clocked with a latency of 340 ps. The warning count from the yosys run is 1.

The slew check shows that the tightest pin keeps a relative margin of 0.519. The area figure in the yosys stat output is 3290 µm². The count of instances resized after the clock tree is built is 0. The share of layout cells above drive strength 1 is 0.109. The worst-case IR drop observed on VDD is 0.000110 V.

The overall die size recorded for this design is 8580 µm². Clock skew on the completed layout was measured at 7.45 ps. The number of H-tree levels is 3. The flop and latch count out of synthesis is 58. By count the netlist is led by dfrtp_1, buf_4, nor2_1. For reference, the most critical setup path is categorized as reg -> out.

The slowest stage of the critical path is the clkdlybuf4s50_1 cell. The total antenna diodes in the routed design is 0. The all-layer global routing usage is 0.156. STA puts the critical path data required time at 4720 ps.

The top cell type by total area after synthesis is dfrtp_1. The most frequently used library cell after synthesis is dfrtp_1. Setup violations remaining at the end of the flow were counted as 0. The area overhead of the layout relative to synthesis is 11.0%.

The via count of the first global-routing pass came to 2115. Setup total negative slack on the finished layout was measured at 0 ps. STA puts the critical path data arrival time at 1340 ps. The instance count of the mapped netlist is 327. Walking the worst path, the cells encountered are clkdlybuf4s50_1.

The master cell of the clock root buffer is clkbuf_8. Post-CTS timing repair inserted 0 buffers for setup. The starting density of the core is 0.419. The total area inside the core boundary comes to 7850 µm². The clock sink count is 58. In this run the mean area of a mapped cell was 10.0 µm². The static leakage power is 1.66 nW. Pin placement for this block handled 29 I/O pins. The total of hold buffers inserted after clock tree synthesis is 0. In the post-synthesis netlist, the biggest area contributors are dfrtp_1, buf_4, xnor2_1.

Yosys mapped the design onto 56 distinct sky130hd cell types. The number of antenna violations at the first check in global routing came to 0. Summing over every cut layer, the via total after detailed routing is 2307.

The antenna violation net count after detailed routing is 0. The cell count listed in synth_stat.txt is 327. The wire length of the first global-routing pass is 10.4 mm.

The time the worst path needs with I/O delays and setup is 2520 ps. The first-pass detailed-route iteration total is 4. Note that the worst hold path type here is reg -> reg. Per the post-run analysis, buffers plus inverters along the critical path come to 1. Final hold analysis gives a worst-case slack of 385 ps.

Of the synthesized area, sequential elements account for 0.442. The run reported a max-capacitance violation count of 0. The clock passes through at most 2 buffers. For reference, the final report shows the max-slew violation count at 0. TritonCTS built the clock tree. The largest registers in the layout are active_x x16, h_cnt x16, v_cnt x16. The transition time of the tightest slew-check pin is 722 ps. The total tool warning count is 27. The fraction of registers with async set or reset after synthesis is 1.00. The share of the synthesized area in the top cell type is 0.442. The mapped netlist covers 3290 µm². Row generation in the floorplan step produced 32 rows. The flow reported a cell area power density of 228 nW/µm². The worst setup path is captured at an output pin. The highest attainable clock frequency is 397 MHz. The height of the die is 92.6 µm. The largest stage delay on the critical path is 520 ps. Per the detail_route report, vias per standard cell equal 5.35. After clock tree synthesis, the clock-pin slew on the worst setup and hold paths is 70 ps. Post-route period utilization is reported as 0.427. The horizontal die dimension is 92.6 µm. Per the GRT congestion report, total overflow comes to 0. The maximum net fanout on the critical path is 10.

Note, the detailed placer reported a final HPWL of 4.16 mm. The detailed-route DRC error count is 0. The detailed router finished its first iteration with 121 violations. The commonest register cell after synthesis is dfrtp_1. The number of buffers created by CTS is 9. The largest delay contributor family on the critical path is buffers and inverters.

Counting flops with a built-in enable in the synthesized netlist gives 0. For this sky-water flow run, the detailed-routed wirelength per cell is reported as 14.3 µm. Setup repair after global routing left no endpoint under its margin.

The total wirelength of the detailed-routed design is 6.15 mm. The global placement routability congestion is 0.832. In this run the tool buffered the top-level ports with 28 buffer cells. Entering global routing, the biggest net connects 59 pins. For reference, the final report shows the hold violation count at 0.
[cells in the final DEF, fill, tap and decap left out, types with 12 or more instances in the layout]
master            n
xnor2_1          15
dfrtp_1          58
nand2_1          15
clkbuf_8         12
xor2_1           15
nor2_1           20
nand3_1          15
o21ai_0          13
nand4_1          14
a21oi_1          13
clkdlybuf4s50_1  27
[stage by stage]
step	instance area [µm²]	setup slack [ps]	std cells	util	power, mW
after floorplan	3290	3980	327	-	0.405
after global placement	3410	3750	415	0.434	0.414
after detailed placement	3410	3710	415	0.434	0.414
after CTS	3650	3340	431	0.465	0.844
after global routing	3650	3290	431	0.465	0.867
final	3650	3380	431	0.465	0.833
[power breakdown]
group / leakage (nW) / switching, mW / internal (mW) / total, mW
logic: 0.750 / 0.00738 / 0.000659 / 0.00804
clock network: 0.119 / 0.155 / 0.272 / 0.427
registers: 0.790 / 0 / 0.398 / 0.398
total: 1.66 / 0.163 / 0.670 / 0.833
[kinds of logic after synthesis]
kind of cell	share of synthesized area
simple gates	0.228
xor+xnor	0.0800
mux	0.0411
buf+inv	0.0998
compound gates	0.0941
flops	0.442
fa+ha+maj	0.0152
[metal layers]
metal / GRT usage / routed length [µm] / vias up
li1: - / - / 1138
met4: 0.0269 / 80 / 0
met1: 0.261 / 3250 / 1101
met3: 0.0251 / 258 / 7
met2: 0.221 / 2570 / 61
met5: 0 / 0 / -
[worst paths after layout]
path	slack, ps	cells after the start	end	start
min	380	0	vs_reg_d0	vs_reg
min reg2reg	380	0	vs_reg_d0	vs_reg
max	3380	1	rgb_b[0]	rgb_b_reg[6]
min in group asynchronous	980	2	active_x[13]	arstn
max reg2reg	3710	4	v_cnt[8]	h_cnt[13]
max in group asynchronous	4440	2	v_cnt[1]	arstn
[cell type report]
class	count	area, µm²
clock buffers	12	165
repair buffers	29	283
inverters	11	41.3
multi-input cells	215	1510
well taps	102	128
flip-flops and latches	58	1450
clock inverters	4	72.6
fillers	750	4200
Power is estimated from default activity; no workload was simulated.
